===== flow/run.sh =====
#!/bin/bash
# OpenROAD 26Q1-2900-gdf79404cd8, Yosys 0.63+post, stock flow scripts
make -C /OpenROAD-flow-scripts/flow DESIGN_CONFIG=/design/flow/config.mk WORK_HOME=/design/flow/orfs finish

===== flow/constraint.sdc =====
current_design AWMC

set clk_period 2.2
set clk_io_pct 0.2

create_clock -name clk0 -period $clk_period [get_ports {clk}]

set non_clock_inputs [all_inputs -no_clocks]
set_input_delay [expr $clk_period * $clk_io_pct] -clock clk0 $non_clock_inputs
set_output_delay [expr $clk_period * $clk_io_pct] -clock clk0 [all_outputs]

===== flow/design.v =====
module AWMC(input clk,  
                  reset,
                  start,
                  pause,
            output reg [2:0] stage,
            output reg done);
    parameter TIMER = 2'd3;
    reg [2:0] prev_state;
    reg [1:0] count;
    reg running;
    reg paused;
    always @(posedge clk or posedge reset) begin
        if(reset) begin
            stage <= 3'b111;
            prev_state <= 3'b111;
            running <= 1'b0;
            paused <= 1'b0;
            count <= 2'b00;
            done <= 1'b0;
        end
        else begin
            if(pause) begin
                running <= 1'b0;
                if(stage != 3'b111) 
                    prev_state <= stage;
                stage <= 3'b111;
                paused <= 1'b1;
            end
            else if(start | (running | paused) & !done) begin
                running <= 1'b1;
                if(paused) begin
                    stage <= prev_state;
                    paused <= 1'b0;
                end
                if(count < TIMER) begin
                    count <= count + 1;
                end
                else begin
                    if (stage == 3'b100) begin
                        done <= 1'b1;
                        running <= 1'b0;
                        stage <= 3'b111;
                        count <= 2'b00;
                    end
                    else begin
                        stage <= stage + 1;
                        done <= 1'b0;
                        count <= 2'b00;
                    end
                end
            end 
        end
    end
endmodule

===== flow/config.mk =====
export PLATFORM = sky130hd
export DESIGN_NAME = AWMC
export DESIGN_NICKNAME = AWMC
export VERILOG_FILES = /design/flow/design.v
export SDC_FILE = /design/flow/constraint.sdc
export NUM_CORES = 4
export LEC_CHECK = 1
export CORE_AREA = 10 10 70 70
export DIE_AREA = 0 0 80 80

==> report_table.html <==
<!-- implementation run metrics -->
<table>
<tr><th>Metric</th><th>Value</th></tr>
<tr><th colspan="2">Floorplan</th></tr>
<tr><td>Init Core Util</td><td>18.4%</td></tr>
<tr><td>DIE HEIGHT</td><td>80 microns</td></tr>
<tr><td>Die width</td><td>80 microns</td></tr>
<tr><td>Full die area</td><td>0.00640 sq mm</td></tr>
<tr><td>I/O pin cnt</td><td>8</td></tr>
<tr><td>Std cell rows</td><td>21</td></tr>
<tr><td>Area of the placeable core</td><td>0.00342 sq mm</td></tr>
<tr><th colspan="2">Critical path</th></tr>
<tr><td>Capture instance of the worst register-to-register path</td><td>stage[2]</td></tr>
<tr><td>Required time at the endpoint of the critical path</td><td>1.76 ns</td></tr>
<tr><td>Largest stage delay on the critical path</td><td>0.60 ns</td></tr>
<tr><td>Path length in cells of the critical path</td><td>1</td></tr>
<tr><td>CP Capture Point</td><td>stage[2]</td></tr>
<tr><td>Critical Path, Cell by Cell</td><td>clkdlybuf4s50_1</td></tr>
<tr><td>Slack of the worst reg-to-reg path</td><td>0.55 ns</td></tr>
<tr><td>WP buf/inv</td><td>1</td></tr>
<tr><td>Depth of the most critical reg-to-reg path</td><td>4</td></tr>
<tr><td>Standard cell with the maximum stage delay on the critical path</td><td>dfstp_2</td></tr>
<tr><td>Worst-path fanout max</td><td>7</td></tr>
<tr><td>Cell family with most CP delay</td><td>flip-flops</td></tr>
<tr><td>Startpoint of the worst register-to-register path</td><td>count[0]</td></tr>
<tr><td>Nature of the critical path startpoint</td><td>register</td></tr>
<tr><td>Kind of end point of the critical path</td><td>primary output</td></tr>
<tr><td>Data arrival time of the critical path</td><td>1.34 ns</td></tr>
<tr><td>Kind of critical path</td><td>reg -&gt; out</td></tr>
<tr><td>Critical Path Source</td><td>stage[2]</td></tr>
<tr><th colspan="2">Run</th></tr>
<tr><td>OpenROAD warnings</td><td>26</td></tr>
<tr><td>Max cap viols</td><td>0</td></tr>
<tr><th colspan="2">Clocking</th></tr>
<tr><td>Clock-pin slew of the registers on the worst-case setup and hold paths</td><td>0.07 ns</td></tr>
<tr><td>TritonCTS Buffers</td><td>3</td></tr>
<tr><td>Total of hold buffers inserted after clock tree synthesis</td><td>0</td></tr>
<tr><td>Clock tree sinks</td><td>11</td></tr>
<tr><td>Clock tree from TritonCTS</td><td>done</td></tr>
<tr><td>Largest buffer count on any clock path</td><td>2</td></tr>
<tr><td>Number of instances resized during post-cts repair</td><td>0</td></tr>
<tr><td>Post-CTS Setup Bufs</td><td>0</td></tr>
<tr><td>Clk latency late pin</td><td>0.26 ns</td></tr>
<tr><td>Count of H-tree levels built during CTS</td><td>1</td></tr>
<tr><td>Clk root buf</td><td>clkbuf_4</td></tr>
<tr><th colspan="2">Synth</th></tr>
<tr><td>Post-Syn Instances</td><td>52</td></tr>
<tr><td>Post-synth area hogs</td><td>dfstp_2 (25%), dfrtp_1 (20%), mux2_2 (14%)</td></tr>
<tr><td>Yosys top cell by area</td><td>dfstp_2</td></tr>
<tr><td>Share of synthesized area occupied by flip-flops and latches</td><td>45.1%</td></tr>
<tr><td>Top cell area share</td><td>25.1%</td></tr>
<tr><td>Tally of unique sky130hd cells used after synthesis</td><td>22</td></tr>
<tr><td>Cell count in the Yosys report</td><td>52</td></tr>
<tr><td>Synthesized area divided by synthesized cell count</td><td>12.1 sq um</td></tr>
<tr><td>Post-synth area from yosys stat</td><td>627 sq um</td></tr>
<tr><td>Count of synthesis-stage warnings from yosys</td><td>1</td></tr>
<tr><td>Mapped cell area</td><td>627 sq um</td></tr>
<tr><td>Synth flops</td><td>11</td></tr>
<tr><th colspan="2">Place</th></tr>
<tr><td>Count of buffers from port buffering</td><td>7</td></tr>
<tr><td>Placement Setup Slack</td><td>0.315 ns</td></tr>
<tr><td>Global placement routability congestion</td><td>0.778</td></tr>
<tr><th colspan="2">Timing</th></tr>
<tr><td>Final-report setup violation count</td><td>0</td></tr>
<tr><td>Worst relative slew slack</td><td>71.6%</td></tr>
<tr><td>Setup ws final</td><td>0.415 ns</td></tr>
<tr><td>Shortest clock period the worst path allows after layout</td><td>1.78 ns</td></tr>
<tr><td>Maximum clock frequency</td><td>560 MHz</td></tr>
<tr><td>Pins Over Slew Limit</td><td>0</td></tr>
<tr><td>Final critical-path share of the clock period</td><td>81.1%</td></tr>
<tr><td>Number of endpoints with negative hold slack in the final report</td><td>0</td></tr>
<tr><td>Transition at the pin with the smallest max-transition slack</td><td>0.425 ns</td></tr>
<tr><td>Setup repair after global routing missed its margin</td><td>no</td></tr>
<tr><td>Clock Skews</td><td>0.000198 ns</td></tr>
<tr><td>Setup TNS after final layout</td><td>0 ns</td></tr>
<tr><th colspan="2">Routing</th></tr>
<tr><td>Met2 wire length</td><td>515 microns</td></tr>
<tr><td>Routed WL</td><td>1110 microns</td></tr>
<tr><td>Final antenna-violating net count</td><td>0</td></tr>
<tr><td>Initial drt markers</td><td>3</td></tr>
<tr><td>Drc violations</td><td>0</td></tr>
<tr><td>Vias per std cell</td><td>3.74</td></tr>
<tr><td>Highest routed metal layer</td><td>met4</td></tr>
<tr><td>Total met3 wirelength after detailed routing</td><td>54 microns</td></tr>
<tr><td>Met1 Routed Length</td><td>520 microns</td></tr>
<tr><td>DRT Pass-1 Iters</td><td>2</td></tr>
<tr><td>Vias after detailed routing</td><td>408</td></tr>
<tr><td>Count of inserted antenna diode cells</td><td>0</td></tr>
<tr><td>Routed wirelength normalized by instance count</td><td>10.2 microns</td></tr>
<tr><th colspan="2">GRT</th></tr>
<tr><td>Total GRT Usage</td><td>3.72%</td></tr>
<tr><td>Largest net degree at the start of global routing</td><td>12</td></tr>
<tr><td>Remaining global-route overflow</td><td>0</td></tr>
<tr><td>Initial antenna violation count</td><td>0</td></tr>
<tr><td>Via count of the first global-routing pass</td><td>432</td></tr>
<tr><td>Wire length of the first global-routing pass</td><td>1920 microns</td></tr>
<tr><th colspan="2">Power and ir drop</th></tr>
<tr><td>Power density over the cells</td><td>1180 mW/mm^2</td></tr>
<tr><td>Internal power contribution</td><td>628 uW</td></tr>
<tr><td>Switching share of power</td><td>31.4%</td></tr>
<tr><td>Total net switching power</td><td>287 uW</td></tr>
<tr><td>Clock network fraction of total power</td><td>14.6%</td></tr>
<tr><td>Peak VDD IR</td><td>0.406 mV</td></tr>
<tr><td>Register share of total power</td><td>42.3%</td></tr>
<tr><td>Combinational share of power</td><td>43.1%</td></tr>
<tr><td>Leakage power</td><td>0.317 nW</td></tr>
<tr><th colspan="2">Finish</th></tr>
<tr><td>Share of layout cells above drive strength 1</td><td>38.1%</td></tr>
<tr><td>Layout area overhead</td><td>24.0%</td></tr>
<tr><th colspan="2">Worst hold path</th></tr>
<tr><td>Hold crit path type</td><td>in -&gt; async</td></tr>
<tr><th colspan="2">Run status</th></tr>
<tr><td>Run status</td><td>complete, no violations</td></tr>
</table>
[state kept, by name, summed over array words and instances, names as in the netlist]
register	count
prev_state	3
stage	3
count	2
done	1
paused	1
running	1
[per-layer routing]
layer / track usage, % / vias to the layer above
li1: - / 203
met1: 4.18 / 198
met2: 6.18 / 5
met3: 2.05 / 2
met4: 0.528 / 0
met5: 0 / -
[worst min-delay path by stage]
stage,slack [ns],to,cells after the start
CTS,0.47,count[1],2
global route,0.48,count[1],2
finish,0.47,count[0],2
[logic make-up after synthesis]
| group | Yosys count | share of synthesized area, % |
|---|---|---|
| compound gates | 7 | 10.6 |
| mux | 10 | 17.6 |
| simple gates | 15 | 14.6 |
| fa+ha+maj | 4 | 7.98 |
| buf+inv | 5 | 4.19 |
| flops | 11 | 45.1 |
[cell usage after synthesis]
cell / count
buf_6: 1
inv_1: 4
nor2_1: 3
o2bb2ai_1: 1
a31oi_4: 1
nand2_1: 3
nand2b_1: 1
nor2b_1: 1
dfstp_2: 6
nand3_1: 2
mux2_2: 8
a31oi_1: 1
mux2i_1: 2
or2b_2: 3
a41o_1: 1
a21oi_1: 1
or2_4: 1
o21bai_1: 1
o21a_1: 1
or3_4: 1
ha_1: 4
dfrtp_1: 5
[layout make-up]
cell class,instances,area [sq um]
flip-flops and latches,11,283
clock buffers,4,26.3
repair buffers,8,77.6
fillers,373,2640
well taps,46,57.6
inverters,4,15.0
multi-input cells,36,318
[through the flow]
step / cells / hold slack (ns) / utilization (%) / power (mW) / area [sq um]
global route: 109 / 0.477 / 22.7 / 1.02 / 777
global placement: 105 / 0.494 / 22.0 / 0.782 / 751
detailed placement: 105 / 0.501 / 22.0 / 0.796 / 751
CTS: 109 / 0.475 / 22.7 / 0.936 / 777
finish: 109 / 0.469 / 22.7 / 0.916 / 777
floorplan: 52 / 0.288 / - / 0.665 / 627
[power groups by stage]
| stage | registers, mW | logic, mW | clock network, mW |
|---|---|---|---|
| CTS | 0.388 | 0.406 | 0.142 |
| global route | 0.400 | 0.457 | 0.158 |
| finish | 0.388 | 0.395 | 0.133 |
[layout by cell type, fill, tap and decap left out]
master           count
mux2_2               8
clkdlybuf4s50_1      7
dfstp_2              6
dfrtp_1              5
inv_1                4
ha_1                 4
nor2_1               3
nand2_1              3
or2b_2               3
clkbuf_4             3
mux2i_1              2
nand3_1              2
nor2b_1              1
o21bai_1             1
a21oi_1              1
o21a_1               1
a41o_1               1
a31oi_1              1
or3_4                1
or2_4                1
a31oi_4              1
nand2b_1             1
o2bb2ai_1            1
clkbuf_1             1
buf_4                1
No activity file was given, so power comes from the tool's default toggle rates.
